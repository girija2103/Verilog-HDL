**design/flow/run.sh**
```bash
#!/bin/bash
# OpenROAD 26Q1-2900-gdf79404cd8, Yosys 0.63+post, stock flow scripts
make -C /OpenROAD-flow-scripts/flow DESIGN_CONFIG=/design/flow/config.mk WORK_HOME=/design/flow/orfs finish
```
**design/flow/config.mk**
```make
export PLATFORM = sky130hd
export DESIGN_NAME = alu
export DESIGN_NICKNAME = alu
export VERILOG_FILES = /design/flow/design.v
export SDC_FILE = /design/flow/constraint.sdc
export NUM_CORES = 4
export LEC_CHECK = 1
export CORE_AREA = 10 10 73 73
export DIE_AREA = 0 0 83 83
```
**design/flow/constraint.sdc**
```tcl
current_design alu

set clk_period 6.9
set clk_io_pct 0.2

create_clock -name clk0 -period $clk_period

set non_clock_inputs [all_inputs -no_clocks]
set_input_delay [expr $clk_period * $clk_io_pct] -clock clk0 $non_clock_inputs
set_output_delay [expr $clk_period * $clk_io_pct] -clock clk0 [all_outputs]
```
**design/flow/design.v**
```verilog
module ans12;
reg [3:0] A,B;
reg [2:0] SELECT;
wire [4:0] OUT;
initial
$monitor($time," A:%b || B:%b || SELECT:%b || OUT :%b ", A,B,SELECT,OUT);
alu alu1(.out(OUT),.select(SELECT),.a(A),.b(B));
initial
begin
A=4'b1001; B=4'b0; SELECT=3'b000;#10;
A=4'b1001; B=4'b0001; SELECT=3'b001;#10;
A=4'b1111; B=4'b0001; SELECT=3'b010;#10;
A=4'b1000; B=4'b0010; SELECT=3'b011;#10;
A=4'b1001; B=4'b0010; SELECT=3'b100;#10;
A=4'b0111; B=4'b0; SELECT=3'b101;#10;
A=4'b1110; B=4'b0; SELECT=3'b110;#10;
A=4'b1101; B=4'b0001; SELECT=3'b111;#10;
end
endmodule
module alu(out,select,a,b);
output [4:0] out;
input [3:0] a,b;
input [2:0] select;
reg [4:0] out;
always@( select or a or b)
case(select)
3'b000 : out=a;
3'b001 : out = a+b;
3'b010 : out = a-b;
3'b011 : out = a/b;
3'b100 : out = a%b ;
3'b101 : out = a << 1;
3'b110 : out = a>> 1;
3'b111 : out =(a>b);
default :out = 5'b0;
endcase
endmodule
```
==> changes_impl.md <==
### Changed

- Status: finished with violations
- Failing checks: negative setup slack
- Die width: just over 80 um
- Cells after synthesis: between 150 and 200
- HP Class: in -> out
- Post-route clock period utilization: 104%
- Synth area leaders: ha_1 21%, a21oi_1 7.1%, xnor2_1 5.5%, o21ai_0 5.1%, fa_1 4.7%
- Maximum VDD drop: around 0.056 mV
- RSZ-0062 raised after global routing: yes
- Final setup violation count: 5
- Hold path depth: 6
- Largest net degree at the start of global routing: 24
- Core area: 3740 um2
- Worst Setup Slack, final: -0.275 ns
- Die span in y: 83 um
- Final hold viol count: 0
- Worst-Margin Slew: 0.751 ns
- Ports: 16
- Met1 Track Usage GR: between 15 and 20%
- Yosys chip area: roughly 1300 um2
- Routed Antenna Nets: 0
- Final Util: 55.5%
- Global-route wire length before repair: 6.78 mm
- Power Density: 135 nW/um2
- Max Fclk: 139 MHz
- Post-synth top cells: 21 x ha_1, 18 x a21oi_1, 14 x inv_1
- Initial antenna violation count: 0
- Ant. Diodes: 0
- Worst Path Class, Setup: in -> out
- Hold Buf Count CTS: 0
- Share of cells above drive strength 1: 43.8%
- 1st-iter DRT viols: 126
- CP Max Fanout: 4
- WL final: 4.10 mm
- Init Core Util: 34.1%
- Register Area: 0 um2
- Yosys Instances: 173
- Comb area leader: AND-OR/OR-AND gates
- Std-Cell Rows: 22
- GRT busiest layer: met2
- Fin crit period: between 7 and 8 ns
- Post-synth top area cell: ha_1
- CP required: 5.52 ns
- Global Route met3 Usage: 0.591%
- PortBufs: 16
- Area Overhead vs Synth: 62.8%
- Distinct lib cells: 49
- Tool Warnings: 39
- DR pass1 iterations: 4
- Die Footprint: 6890 um2
- Synth Seq Share: 0%
- Max_cap viols: 0
- Yosys top cell area share: 20.6%
- Placed inst area: 1790 um2
- Routed vias/inst: 5.26
- Flops: 0
- Cell area after layout: 2080 um2
- Count leader, synth: ha_1
- Number of clock buffers in the layout: 0
- Yosys xor share: 5.49%
- Total number of yosys warnings: 1
- Via count: 1516
- Worst Setup End Kind: primary output
- Global Route Usage Sum: 11.1%
- Vias in the first global route: between 1000 and 1500
- Routed wire length per instance: between 10 and 15 um
- Netlist Area Pre-Place: 1280 um2
- Fin. max-slew vios: 0
- Aggregate global routing overflow: 0
- Post-Synth Simple-Gate Area: 20.3%
- Post-place setup slack: -1.19 ns
- DRC: 0
- Post-Synth Adder-Cell Area: a little over a quarter
- Relative slew slack: 49.8%
- Mux share: 9.51%
- Startpoint types: input pin
- Post-Synth AOI/OAI Area: around 32%
- Leak: approximately 0.93 nW
- RePlAce Congestion: 0.928
- Avg Cell Area, Syn: 7.38 um2
- Arrival @ worst endpoint: 5.79 ns
- DP Wirelength: roughly 3.0 mm
- GRT met2 Usage: 17.8%
## what timing repair did
| item | CTS | global route |
|---|---|---|
| setup endpoints to repair | 5 | 5 |
| setup buffers | 15 | 7 |
| pin swaps | 25 | 15 |
| gates cloned | 0 | 0 |
| resized | 60 | 4 |
## metrics by stage
| step | instances | total power [mW] | setup TNS (ns) | hold slack [ns] |
|---|---|---|---|---|
| after floorplan | 173 | 0.126 | 0 | 2.87 |
| after global placement | 267 | 0.204 | -5.39 | 3.94 |
| after detailed placement | 267 | 0.204 | -5.67 | 3.93 |
| after CTS | 281 | 0.252 | -0.733 | 3.46 |
| after global routing | 288 | 0.305 | -1.89 | 3.49 |
| final | 288 | 0.280 | -0.819 | 3.44 |
## worst max-delay path, cell delays in order
cell	delay [ns]
buf_8	0.08
clkinvlp_4	0.08
ha_4	0.23
a21o_2	0.19
a21oi_2	0.15
nor2_1	0.06
ha_1	0.32
o21a_1	0.13
or4_4	0.52
o31ai_4	0.09
ha_4	0.26
nand4_1	0.09
o21bai_1	0.10
a21oi_2	0.15
buf_4	0.15
mux2_4	0.32
ha_4	0.31
nand2_4	0.06
o211ai_1	0.27
o22ai_4	0.13
buf_6	0.14
buf_6	0.11
mux2_4	0.29
a2bb2oi_2	0.10
buf_2	0.10
## cell usage in the layout (no fill, tap or decap), types with 2 or more instances in the layout
cell type         n
o21bai_1          2
mux2_4            5
nand4_1           3
nand4b_1          2
buf_2             7
nand2b_1          3
a21oi_1          12
xnor2_1           8
fa_1              2
dlygate4sd2_1     2
nor2b_1           4
clkdlybuf4s50_1   6
a22oi_1           2
a21oi_4           2
o21ai_0          10
a21oi_2           4
ha_1             15
mux2i_1           3
nand3_1           3
inv_1            11
nor2_1           11
a21o_1            3
ha_4              6
nand2_1           7
buf_6             3
o21ai_1           3
nor2_2            2
nor3_1            5
o211ai_1          3
buf_4            55
o21a_1            2
inv_2             2
## area by class of cell
cell class / instances / area [um2]
tap: 48 / 60.1
inverter: 14 / 56.3
multi-input combinational: 152 / 1390
fill: 345 / 1670
timing repair buffer: 74 / 574
## path summary, 6_finish.rpt
check | end | slack, ns | from
worst max-delay path | out[0] | -0.27 | b[1]
worst min-delay path | out[4] | 3.44 | a[3]
## report_power, final
part	internal (mW)	switching (mW)	leakage, nW
clock	0	0	0
combinational	0.158	0.121	0.926
sequential	0	0	0
total	0.158	0.121	0.926
## kinds of logic after synthesis
kind of cell / after synthesis
other: 1
AND/OR/NAND/NOR: 48
adder cells (fa/ha/maj): 25
buffers and inverters: 21
multiplexers: 11
XOR/XNOR: 8
AND-OR/OR-AND: 59
## layer usage
| layer | vias to the layer above | share of wire [%] | wire length, um |
|---|---|---|---|
| li1 | 778 | - | - |
| met4 | 0 | 0.76 | 31 |
| met3 | 2 | 1.8 | 73 |
| met2 | 21 | 46 | 1870 |
| met5 | - | 0 | 0 |
| met1 | 715 | 52 | 2120 |
Power is estimated from default activity; no workload was simulated.
